File: /design/flow/run.sh
#!/bin/bash
# OpenROAD 26Q1-2900-gdf79404cd8, Yosys 0.63+post, stock flow scripts
make -C /OpenROAD-flow-scripts/flow DESIGN_CONFIG=/design/flow/config.mk WORK_HOME=/design/flow/orfs finish
File: /design/flow/config.mk
export PLATFORM = sky130hd
export DESIGN_NAME = BTB
export DESIGN_NICKNAME = BTB
export VERILOG_FILES = /design/flow/design.v
export SDC_FILE = /design/flow/constraint.sdc
export NUM_CORES = 4
export LEC_CHECK = 1
export CORE_UTILIZATION = 30
File: /design/flow/design.v
module BTB (
	input wire CLK,
	input wire[5:0] hash_r,
	input wire[5:0] tag_r,
	input wire[5:0] hash_w,
	input wire[5:0] tag_w,
	input wire[31:0] dest_w,
	input wire commit,
	output wire found,
	output wire[31:0] btbOut
);
	reg [17:0] Buffer [31:0];
	reg [31:0] index;
	initial begin
		for (index = 0; index < 32; index = index + 1) begin
			Buffer[index] = 18'b0;
		end
	end
	assign found = (tag_r == Buffer[hash_r][17:13]) & Buffer[hash_r][12];
	assign btbOut = {20'b0, Buffer[hash_r][11:0]};
	always @(posedge CLK) begin
		if (commit) begin
			Buffer[hash_w] <= {tag_w, 1'b1, dest_w[11:0]};
		end
	end
endmodule
File: /design/flow/constraint.sdc
current_design BTB

set clk_period 8.0
set clk_io_pct 0.2

create_clock -name clk0 -period $clk_period [get_ports {CLK}]

set non_clock_inputs [all_inputs -no_clocks]
set_input_delay [expr $clk_period * $clk_io_pct] -clock clk0 $non_clock_inputs
set_output_delay [expr $clk_period * $clk_io_pct] -clock clk0 [all_outputs]
==> Slide: Implementation Results <==
Synthesis and Place & Route Summary

Worst setup path
  – CP max FO: 43
  – Kind of critical path: in -> out
  – Critical Path RT: approximately 6.4 ns
  – CP arrival: ~4.8 ns
  – Crit path launch type: input port
  – Critical Path End Type: primary output

Hold path
  – Worst min-delay path category: in -> reg

Detailed routing
  – WL/cell: around 24 µm
  – Final wirelength: about 52 mm
  – N_diodes: 0
  – Via count: slightly above 10,000
  – Post-DRT Antenna Nets: 0
  – DRT iter0 DRCs: around 650
  – DR pass1 iterations: 4
  – Residual DRC: 0
  – Vias per inst: 4.791

Timing
  – Slew Limit Headroom: 0.2724
  – Setup-failing EPs final: 0
  – Final period util: 0.7986
  – Final min period: ~6.4 ns
  – RSZ-0062 raised after global routing: false
  – Setup_tns: 0 ns
  – WHS: between 1.5 and 2 ns
  – Peak Freq: around 0.16 GHz
  – Final Slew Violations: 0
  – Final Hold Violating Endpoints: 0
  – Worst-margin pin slew: about 1.1 ns

Clock network
  – Clock tree buffer depth: 3
  – Hold-fix buffers at CTS: 0
  – CTS Buf Count: approximately 56
  – Reg clk slew, reported paths: about 0.06 ns
  – Postcts setup bufs: 0
  – TritonCTS clock tree: done
  – Htree depth: 2
  – Post_cts resized: 0
  – Number of clock sinks: ~580
  – Clock Root Buffer: clkbuf_16

Global routing
  – Largest net degree at the start of global routing: 51
  – GRT Total Usage: 0.1514
  – GR Overflow Total: 0
  – First-pass GRT wire length: roughly 76 mm
  – Vias in the first global route: ~11,000
  – Initial antenna violation count: 5

Cells and area
  – Synth-to-layout area growth: 17.10%
  – Cell area after layout: around 0.026 mm²
  – Fin util: 0.3574
  – Largest register FFs: ~580
  – Biggest regs: Buffer: 576 flops
  – Share of post-route cells with drive strength above 1: 0.2742
  – Most flops, register: Buffer

Place
  – Dpl hpwl: 29.31 mm
  – Placed Area: 0.02438 mm²
  – GP Congestion: just over 0.8
  – Number of port buffers: about 47

Synth
  – Max-area cell share: 0.7716
  – Main flop type: edfxtp_1
  – Flip-flops with a built-in enable: 576
  – Fraction of registers with async set/reset: 0
  – Yosys Instances: slightly above 1,000
  – Post-synth design cell area: around 0.022 mm²
  – YS chip area: approximately 0.022 mm²
  – Post-synth top area cell: edfxtp_1
  – Post-synthesis cell type count: 29
  – Post-synth top cells: 576 x edfxtp_1, 130 x mux4_2, 81 x mux2i_1, 36 x nor2_1, 35 x a22oi_1
  – Ys Warns: 1
  – Synthesized area per cell: approximately 22 µm²
  – Post-synth regs: around 580
  – Syn Inst Count: around 1,000
  – Count leader, synth: edfxtp_1
  – Sequential-to-total area share from yosys stat: 0.7716
  – Largest cells by area: edfxtp_1 77%, mux4_2 13%, mux2i_1 3.6%

Floorplanning
  – # IOs: around 90
  – Core Rows: approximately 100
  – CORE AREA: approximately 0.073 mm²
  – Core Util at FP: 0.3052
  – Die Height: around 280 µm
  – Die area: 0.07582 mm²
  – Die x size: ~280 µm

Power and ir drop
  – P per Cell Area: 241.2 mW/mm²
  – Total power: between 6 and 7 mW
  – Leakage dissipation: about 8.3 nW
  – Peak supply drop: roughly 0.17 mV

Run status
  – Status: completed

Run
  – Max-Cap Viols: 0
  – Number of OpenROAD warnings: approximately 48
-- final cells by class --
class                           count  area, µm²
Multi-Input combinational cell    411       4945
Fill cell                        6599      47200
Sequential cell                   576      17300
Timing Repair Buffer              109      943.4
Clock buffer                       61       1420
Tap cell                          959       1200
Clock inverter                     43      446.7
-- cell usage in the layout, fill, tap and decap left out, drive strengths merged, types with 2 or more instances in the layout --
master | synthesis | layout
a21oi | 20 | 20
nor2b | 4 | 4
mux2 | 12 | 12
buf | 52 | 65
a22oi | 35 | 35
edfxtp | 576 | 576
clkbuf | 17 | 62
nand2 | 5 | 5
a22o | 2 | 2
bufinv | 0 | 8
xor2 | 3 | 3
or3b | 3 | 3
nand3 | 5 | 5
clkinvlp | 0 | 6
xnor2 | 2 | 2
and2 | 2 | 2
a211oi | 2 | 2
nand3b | 5 | 5
clkinv | 0 | 28
nor4 | 4 | 4
mux4 | 130 | 130
nand2b | 4 | 4
nor2 | 36 | 36
mux2i | 81 | 81
conb | 2 | 52
clkdlybuf4s50 | 0 | 43
-- metrics by stage --
stage	setup WS, ns	instances
6_report	1.611	2159
5_1_grt	1.372	2159
4_1_cts	1.565	2159
3_5_place_dp	1.570	2055
3_3_place_gp	1.555	2055
2_1_floorplan	3.070	1056
-- cells by family after synthesis --
kind of cell	Yosys count	share of synthesized area
AOI/OAI and AO/OA	59	0.01764
xor gates and xnor gates	5	0.001954
buffers and inverters	69	0.01981
DFF	576	0.7716
muxes	223	0.1728
other	2	0.0003350
and+or+nand+nor	72	0.01591
-- path summary, 6_finish.rpt --
check | startpoint | cells past startpoint | slack, ns | endpoint
hold / removal | dest_w[2] | 2 | 1.82 | Buffer[15][2]
setup / recovery | hash_r[1] | 7 | 1.61 | btbOut[8]
-- critical path: stages --
cell and delay [ns]:
clkbuf_8 0.40, buf_4 0.58, buf_4 0.52, mux4_2 0.40, mux4_2 0.54, mux2_2 0.30, clkdlybuf4s50_1 0.39
-- report_power, final --
group,switching (mW),leakage [nW],total (mW),internal (mW)
logic,0.182,2.25,0.331,0.148
registers,0.00694,5.19,3.36,3.36
clock network,1.09,0.898,2.64,1.54
total,1.28,8.33,6.33,5.05
-- per-layer routing --
layer / GRT usage / wire length (µm) / vias to the layer above
li1: - / - / 4455
met2: 0.2268 / 24500 / 617
met4: 0.03111 / 1296 / 14
met3: 0.1191 / 8902 / 84
met1: 0.1711 / 17200 / 5173
met5: 0.02193 / 306 / -
No activity file was given, so power comes from the tool's default toggle rates.
