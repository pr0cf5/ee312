### ./design.v
module ALU (
	input wire [2:0] opType,
	input wire [6:0] aux,
	input wire useAux,
	input wire [31:0] in1,
	input wire [31:0] in2,
	input wire inUse,
	output wire [31:0] out
	);
	reg [31:0] result;
	reg [4:0] shamt;
	assign out = result;
	always @(*) begin
		if (inUse) begin
			case (opType)
				3'b000: begin
					if (useAux) begin
						if (aux == 0) begin
							result = in1 + in2;
						end
						else if (aux == 7'b0100000) begin
							result = in1 - in2;
						end
						else begin
						end
					end
					else begin
						result = in1 + in2;
					end
				end
				3'b001: begin
					shamt = in2[4:0];
					result = in1 << shamt;
				end
				3'b010: begin
					result = $signed(in1) < $signed(in2);
				end
				3'b011: begin
					result = in1 < in2;
				end
				3'b100: begin
					result = in1 ^ in2;
				end
				3'b101: begin
					if (in2[11:4] == 0) begin
						shamt = in2[4:0];
						result = in1 >> shamt;
					end
					else if (in2[11:4] == 8'b01000000) begin
						shamt = in2[4:0];
						result = in1 >> shamt;
					end
					else begin
					end
				end
				3'b110: begin
					result = in1 | in2;
				end
				3'b111: begin
					result = in1 & in2;
				end
			endcase
		end
	end
endmodule 
module Decoder (
	input wire[31:0] instruction,
	output wire[6:0] opcode,
	output wire[4:0] rs1,
	output wire[4:0] rs2,
	output wire[4:0] rd,
	output wire writeToReg,
	output wire writeToMem,
	output wire isRtype,
	output wire isItype,
	output wire isStype,
	output wire isBtype,
	output wire isUtype,
	output wire isJtype,
	output wire isALU,
	output wire[11:0] ItypeImm,
	output wire[11:0] StypeImm,
	output wire[12:0] BtypeImm,
	output wire[31:0] UtypeImm,
	output wire[20:0] JtypeImm,
	output wire[2:0] funct3,
	output wire[6:0] funct7,
	output wire halt
	);
	assign opcode = instruction[6:0];
	assign rs1 = instruction[19:15];
	assign rs2 = instruction[24:20];
	assign rd = instruction[11:7];
	assign writeToReg = (opcode == 7'b0000011 | opcode == 7'b0110011 | opcode == 7'b0010011 | opcode == 7'b1101111 | opcode == 7'b1100111 | opcode == 7'b110111 | opcode == 7'b10111);
	assign writeToMem = (opcode == 7'b0100011);
	assign isRtype = (opcode == 7'b0110011);
	assign isItype = (opcode == 7'b0000011) | (opcode == 7'b0010011) | (opcode == 7'b1100111);
	assign isStype = (opcode == 7'b0100011);
	assign isBtype = (opcode == 7'b1100011);
	assign isUtype = (opcode == 7'b110111) | (opcode == 7'b10111);
	assign isJtype = (opcode == 7'b1101111);
	assign isALU = (opcode == 7'b0010011) | (opcode == 7'b0110011);
	assign ItypeImm = instruction[31:20];
	assign StypeImm = {instruction[31:25], instruction[11:7]};
	assign BtypeImm = {instruction[31], instruction[7], instruction[30:25], instruction[11:8], 1'b0};
	assign UtypeImm = {instruction[31:12], 12'b0};
	assign JtypeImm = {instruction[31], instruction[19:12], instruction[20], instruction[30:21], 1'b0};
	assign funct3 = instruction[14:12];
	assign funct7 = instruction[31:25];
	assign halt = (instruction == 32'h8067) ? 1 : 0;
endmodule  
module RISCV_TOP (
	input wire CLK,
	input wire RSTn,
	output wire I_MEM_CSN,
	input wire [31:0] I_MEM_DI, 
	output reg [11:0] I_MEM_ADDR, 
	output wire D_MEM_CSN,
	input wire [31:0] D_MEM_DI,
	output wire [31:0] D_MEM_DOUT,
	output wire [11:0] D_MEM_ADDR, 
	output wire D_MEM_WEN,
	output wire [3:0] D_MEM_BE,
	output wire RF_WE,
	output wire [4:0] RF_RA1,
	output wire [4:0] RF_RA2,
	output wire [4:0] RF_WA1,
	input wire [31:0] RF_RD1,
	input wire [31:0] RF_RD2,
	output wire [31:0] RF_WD,
	output wire HALT,                    
	output reg [31:0] NUM_INST,          
	output wire [31:0] OUTPUT_PORT       
	);
	assign OUTPUT_PORT = RF_WD;
	initial begin
		NUM_INST <= 0;
	end
	always @ (negedge CLK) begin
		if (RSTn) NUM_INST <= NUM_INST + 1;
	end
	assign I_MEM_CSN = ~RSTn;
	assign D_MEM_CSN = ~RSTn;
	reg [11:0] pc;
	reg [11:0] nextpc;
	wire [6:0] opcode;
	wire [2:0] funct3;
	wire [6:0] funct7;
	wire isRtype;
	wire isItype;
	wire isStype;
	wire isBtype;
	wire isUtype;
	wire isJtype;
	wire isALU;
	wire writeToReg;
	wire writeToMem;
	wire [4:0] rs1;
	wire [4:0] rs2;
	wire [4:0] rd;
	wire[11:0] ItypeImm;
	wire[11:0] StypeImm;
	wire[12:0] BtypeImm;
	wire[31:0] UtypeImm;
	wire[20:0] JtypeImm;
	wire[11:0] imm;
	wire[31:0] signExtendedImm;
	wire [31:0] EA;
	wire [31:0] aluOp1;
	wire [31:0] aluOp2;
	wire [31:0] aluResult;
	wire probablyHalt;
	initial begin
		pc = 0;
	end
	always @(posedge CLK) begin
		if (RSTn) begin
			pc <= nextpc;
			I_MEM_ADDR <= nextpc;
		end
		else begin
			I_MEM_ADDR <= pc;
		end
	end
	Decoder decoder(.instruction(I_MEM_DI), .opcode(opcode), .rs1(rs1), .rs2(rs2), .rd(rd), .writeToReg(writeToReg), .writeToMem(writeToMem), .isRtype(isRtype), .isItype(isItype), .isStype(isStype), .isBtype(isBtype), .isUtype(isUtype), .isJtype(isJtype), .isALU (isALU), .ItypeImm(ItypeImm), .StypeImm(StypeImm), .BtypeImm(BtypeImm), .UtypeImm(UtypeImm), .JtypeImm(JtypeImm), .funct3(funct3), .funct7(funct7), .halt(probablyHalt));
	ALU alu(.opType(funct3), .aux(funct7), .useAux(isRtype), .inUse(isALU), .in1(aluOp1), .in2(aluOp2), .out(aluResult));
	SignExtender SE(.in(imm), .out(signExtendedImm));
	assign RF_RA1 = rs1;
	assign RF_RA2 = rs2;
	assign RF_WA1 = rd;
	reg [31:0] RF_WD_r;
	assign RF_WD = RF_WD_r;
	reg branchTaken;
	reg [31:0] signExtendedBtypeImm;
	reg [31:0] signExtendedJtypeImm;
	always @(*) begin
		if (BtypeImm[12] == 1) begin
			signExtendedBtypeImm = {19'b1111111111111111111, BtypeImm};
		end
		else begin
			signExtendedBtypeImm = BtypeImm;
		end
	end
	always @(*) begin
		if (JtypeImm[20] == 1) begin
			signExtendedJtypeImm = {11'b11111111111, JtypeImm};
		end
		else begin
			signExtendedJtypeImm = JtypeImm;
		end
	end
	always @(*) begin
		if (isALU) begin
			RF_WD_r = aluResult;
		end
		else if (opcode == 7'b0100011) begin
			RF_WD_r = D_MEM_ADDR << 2;
		end
		else if (opcode == 7'b1101111 || opcode == 7'b1100111) begin
			RF_WD_r = pc + 4;
		end
		else if (opcode == 7'b1100011) begin
			RF_WD_r = branchTaken;
		end
		else if (opcode == 7'b110111) begin
			RF_WD_r = UtypeImm;
		end
		else if (opcode == 7'b10111) begin
			RF_WD_r = UtypeImm + pc;
		end
		else if (opcode == 7'b0000011) begin
			case (funct3)
				3'b000: begin
					if (D_MEM_DI[7]) begin
						RF_WD_r = {24'b111111111111111111111111, D_MEM_DI[7:0]};
					end
					else begin
						RF_WD_r = {24'b000000000000000000000000, D_MEM_DI[7:0]};
					end
				end
				3'b001: begin
					if (D_MEM_DI[15]) begin
						RF_WD_r = {16'b1111111111111111, D_MEM_DI[15:0]};
					end
					else begin
						RF_WD_r = {16'b0000000000000000, D_MEM_DI[15:0]};
					end
				end
				3'b010: begin
					RF_WD_r = D_MEM_DI;
				end
				3'b100: begin
					RF_WD_r = {24'b000000000000000000000000, D_MEM_DI[7:0]};
				end
				3'b101: begin
					RF_WD_r = {16'b0000000000000000, D_MEM_DI[15:0]};
				end
			endcase
		end
	end
	assign RF_WE = writeToReg;
	assign aluOp1 = RF_RD1;
	assign aluOp2 = isItype ? signExtendedImm : RF_RD2;
	assign imm = isItype ? ItypeImm : isStype ? StypeImm : 0;
	reg [3:0] D_MEM_BE_r;
	assign D_MEM_BE = D_MEM_BE_r;
	always @(*) begin
		if (funct3 == 3'b010) begin
			D_MEM_BE_r = 4'b1111;
		end
		else if (funct3 == 3'b100 || funct3 == 3'b000) begin
			D_MEM_BE_r = 4'b0001;
		end
		else if (funct3 == 3'b101 || funct3 == 3'b001) begin
			D_MEM_BE_r = 4'b0011;
		end
	end
	assign EA = RF_RD1 + signExtendedImm;
	assign D_MEM_ADDR = EA[31:2];
	assign D_MEM_DOUT = RF_RD2;
	assign D_MEM_WEN = ~writeToMem;
	always @(*) begin
		if (opcode == 7'b1101111) begin
			nextpc = pc + signExtendedJtypeImm;
		end
		else if (opcode == 7'b1100111) begin
			nextpc = (signExtendedImm + RF_RD1) & 'hfffffffe;
		end
		else if (opcode == 7'b1100011) begin
			if (branchTaken) begin
				nextpc = pc + signExtendedBtypeImm;
			end
			else begin
				nextpc = pc + 4;
			end
		end
		else begin
			nextpc = pc + 4;
		end
	end
	always @(*) begin
		if (isBtype) begin
			case (funct3) 
				3'b000: branchTaken = RF_RD1 == RF_RD2;
				3'b001: branchTaken = RF_RD1 != RF_RD2;
				3'b100: branchTaken = $signed(RF_RD1) < $signed(RF_RD2);
				3'b101: branchTaken = $signed(RF_RD1) >= $signed(RF_RD2);
				3'b110: branchTaken = RF_RD1 < RF_RD2;
				3'b111: branchTaken = RF_RD1 >= RF_RD2;
			endcase
		end
	end
	assign HALT = probablyHalt & (RF_RD1 == 32'hc);
endmodule  
module SignExtender #(parameter totalBits=32) (
	input wire [11:0] in,
	output wire [31:0] out
	);
	assign out = in[11] ? {20'b11111111111111111111, in} : in;
endmodule  
### ./run.sh
#!/bin/bash
# OpenROAD 26Q1-2900-gdf79404cd8, Yosys 0.63+post, stock flow scripts
make -C /OpenROAD-flow-scripts/flow DESIGN_CONFIG=/design/flow/config.mk WORK_HOME=/design/flow/orfs finish
### ./config.mk
export PLATFORM = sky130hd
export DESIGN_NAME = RISCV_TOP
export DESIGN_NICKNAME = RISCV_TOP
export VERILOG_FILES = /design/flow/design.v
export SDC_FILE = /design/flow/constraint.sdc
export NUM_CORES = 4
export LEC_CHECK = 1
export CORE_UTILIZATION = 50
### ./constraint.sdc
current_design RISCV_TOP

set clk_period 10.1
set clk_io_pct 0.2

create_clock -name clk0 -period $clk_period [get_ports {CLK}]

set non_clock_inputs [all_inputs -no_clocks]
set_input_delay [expr $clk_period * $clk_io_pct] -clock clk0 $non_clock_inputs
set_output_delay [expr $clk_period * $clk_io_pct] -clock clk0 [all_outputs]
==> run_results.csv <==
group,metric,value,unit
synth,edf_count,32,
final_timing,worstMarginPinSlew,0.979,ns
setup_path,slowest_delay,0.74,ns
synth,yosys_most_used_dff,"dlxtn_1",
cts,path_clk_slew,0.09,ns
cells_and_area,fin_cells,2793,
setup_path,start_kind,"input pin",
final_timing,tns,0,ns
routing,route.met2.wl,30100,um
synth,top_area_cell,"ha_1",
floorplan,core-area,31500,sq um
setup_path,critical-path-top-delay-family,"buffers and inverters",
cells_and_area,syn2layout_area_growth,18.7,%
setup_path,worstPathMaxFanout,11,
hold_path,hp-class,"register to register",
final_timing,maxSlewHeadroom,34.5,%
final_timing,maxSlewViolCount,0,
placed_design,placed_cells,2754,
cts,cts_tree,"done",
pwr,p_per_area,93.1,nW/um^2
routing,vias,18155,
setup_path,crit_slowest_cell,"clkdlybuf4s50_1",
synth,synth.distinct_cells,87,
cts,clockBufferDepth,2,
routing,drt-initial-drc-count,2194,
floorplan,rows,65,
synth,top_area_share,12.5,%
floorplan,fp_util,50.7,%
setup_path,cp.required,8.08,ns
synth,yosys_area,16000,sq um
final_timing,skew,0.0264,ns
pwr,p_leak,0.00834,uW
synth,topCellsByArea,"ha_1 (13%), mux2i_1 (7.5%), dlxtn_1 (6.3%)",
routing,wl,69100,um
synth,synth.avg_cell_area,7.18,sq um
synth,synthCells,2222,
routing,via_per_inst,6.50,
final_timing,grt_setup_unrepaired,"no",
cts,clock-root-buffer,"clkbuf_16",
final_timing,period_needed,8.60,ns
floorplan,die_x,181,um
final_timing,hold_viol,0,
global_route,antenna_found_initial,3,
placed_design,dpl.hpwl,53700,um
global_route,grt_pass1_wl,102000,um
floorplan,die_h,181,um
placed_design,numPortBuffers,304,
setup_path,crit_buf_inv,3,
placed_design,preCtsSetupSlack,1.65,ns
routing,wire_per_inst,24.7,um
cts,post_cts_resized,0,
setup_path,path_common_cell,"o21ai_0",
cts,cts_made_buffers,5,
final_timing,worst_slack,1.50,ns
run,max-cap-violations,0,
cts,htreeDepth,2,
pwr,vdd_drop_max,0.110,mV
synth,yosysMostFrequentCell,"nand2_1",
routing,drc,0,
synth,ys_cells,2222,
cts,post-cts-setup-buffer-count,0,
final_timing,untimed_endpoints,134,
routing,postRouteAntennaNets,0,
placed_design,placed_area,18700,sq um
routing,drtPass1Iterations,6,
synth,top_cells_by_count,"nand2_1 (203), a21oi_1 (201), nor2_1 (199), ha_1 (160), inv_1 (157)",
cells_and_area,drive_gt1_share,3.60,%
routing,highest_layer,"met5",
global_route,overflow,0,
final_timing,post-route-period-util,85.1,%
synth,synth_async_sr_flop_share,0,%
final_timing,fmaxAchievable,0.116,GHz
final_timing,setup_violations,0,
cts,postCtsHoldBufs,0,
synth,ys.flops,123,
final_timing,fin_hold_ws,0.508,ns
cts,insertion_delay,0.40,ns
routing,wl_met1,27800,um
floorplan,ios,306,
global_route,grtUsageTotal,42.1,%
synth,netlist_area,16000,sq um
global_route,first_global_vias,16365,
routing,wl_met3,8010,um
setup_path,critPathCaptureType,"output pin",
global_route,grt_max_degree,58,
routing,diodes,0,
placed_design,place_congestion,1.10,
final_timing,unclocked_regs,67,
run,warning_count,124,
run_status,status,"finished, final reports clean",
setup_path,path_cells,"clkdlybuf4s50_1 > nand2b_1 > nor3_1 > inv_1 > o21ai_0 > ha_1 > nor2b_1 > o21ai_0 > a21boi_0 > o21ai_0 > nand2b_1 > a21o_1 > a311oi_1 > xnor2_1 > clkdlybuf4s50_1",
cells_and_area,nFillCells,2811,
cells_and_area,fin_area,19000,sq um
synth,yosysWarnings,2,
setup_path,crit_arrival,6.58,ns
floorplan,chipArea,32600,sq um
setup_path,crit_type,"input pin to output pin",
sequential cells by signal, indices dropped and copies added, names as in the netlist:
name,flops
I_MEM_ADDR,12
D_MEM_BE_r,2
pc,12
alu.result,32
branchTaken,1
RF_WD_r,32
NUM_INST,32
through the flow:
| step | total power (uW) | utilization, % |
|---|---|---|
| final | 1760 | 60.2 |
| after global routing | 1870 | 60.2 |
| after CTS | 1730 | 60.2 |
| after detailed placement | 1480 | 59.3 |
| after global placement | 1470 | 59.3 |
| after floorplan | 1050 | - |
cell families (layout without fill, tap and decap cells):
group                      count (synthesis)  count (layout)  share of synthesized area [%]
AOI/OAI and AO/OA                        694             694                           27.8
xor gates and xnor gates                  88              88                           4.83
adders and majority gates                165             165                           13.2
buffers and inverters                    372             541                           11.0
DFF                                       56              56                           9.03
latches                                   67              67                           6.33
muxes                                    135             135                           9.23
other                                      1               1                         0.0235
and+or+nand+nor                          644             644                           18.6
path summary, 6_finish.rpt:
kind                                  start            end  slack (ns)  depth (start not counted)
worst max register to register        pc[2]  I_MEM_ADDR[9]        7.19                         12
worst max-delay path            I_MEM_DI[5]  D_MEM_ADDR[8]        1.50                         15
worst min register to register        pc[0]          pc[0]        0.51                          1
worst min-delay path                  pc[0]          pc[0]        0.51                          1
per-layer routing:
metal,up-vias,track usage [%]
met5,-,0
met4,2,15.7
met3,201,10.4
met2,1192,63.5
met1,8474,58.8
li1,8286,-
layout make-up:
cell class                 instances  area (sq um)  share of cell area [%]
tap                              402           503                    2.65
multi-input combinational       1727         11800                    62.2
inverter                         160           603                    3.18
sequential                       123          2450                    12.9
clock inverter                    34           148                   0.779
clock buffer                       6           150                   0.792
timing repair buffer             341          3310                    17.5
power breakdown:
group	total [uW]	switching, uW	leakage [uW]	internal (uW)
clock	266	138	0.000257	128
sequential	399	68.1	0.00105	331
combinational	1100	620	0.00703	480
total	1760	825	0.00834	939
worst register-to-register path: cells and delay by family, from the launching register on:
| kind | cells | cell delay, ns |
|---|---|---|
| compound gates | 8 | 1.30 |
| xor+xnor | 1 | 0.17 |
| fa+ha+maj | 1 | 0.46 |
| buf+inv | 2 | 0.29 |
| flops | 1 | 0.54 |
cells in the final DEF (no fill, tap or decap), types with 62 or more instances in the layout:
| master | netlist | layout |
|---|---|---|
| inv_1 | 157 | 188 |
| mux2i_1 | 119 | 118 |
| a21oi_1 | 201 | 201 |
| xnor2_1 | 62 | 62 |
| nor2_1 | 199 | 199 |
| nand2_1 | 203 | 203 |
| o21ai_0 | 143 | 142 |
| clkdlybuf4s50_1 | 0 | 302 |
| ha_1 | 160 | 160 |
| dlxtn_1 | 67 | 67 |
Power figures rest on the tool's default switching activity, not on a simulated workload.
